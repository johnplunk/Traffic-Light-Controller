`./constraint.sdc`:
```
current_design tlc_controller_ver1

set clk_period 5.9
set clk_io_pct 0.2

create_clock -name clk0 -period $clk_period [get_ports {Clk}]

set non_clock_inputs [all_inputs -no_clocks]
set_input_delay [expr $clk_period * $clk_io_pct] -clock clk0 $non_clock_inputs
set_output_delay [expr $clk_period * $clk_io_pct] -clock clk0 [all_outputs]
```
`./design.v`:
```
 `timescale 1ns /1ps
module synchronizer(
     output wire OutSignal, 
     input wire InSignal, 
     input wire Clk
);
     reg buff0, buff1, buff2;
     always@(posedge Clk)
            begin
               buff0 <= InSignal;
               buff1 <= buff0;
               buff2  <= buff1;
            end
     assign OutSignal = buff2;
endmodule
`timescale 1ns / 1ps
`default_nettype none
module tlc_controller_ver1(
    output wire [1:0] highwaySignal, farmSignal,
    output wire [3:0] JB,
    input wire Clk,
    input wire Rst,
    input wire farmSensor
);
wire RstSync;
wire RstCount;
reg [30:0] Count;
assign JB[3] = RstCount;
synchronizer syncRst(RstSync, Rst, Clk);
tlc_fsm FSM(
    .state(JB[2:0]),
    .RstCount(RstCount),
    .highwaySignal(highwaySignal),
    .farmSignal(farmSignal),
    .Count(Count),
    .Clk(Clk),
    .Rst(RstSync),
    .farmSensor(farmSensor)
);
always@(posedge Clk)  
begin
    if (RstCount)
        Count = 0;
    else
        Count = Count + 1;
end
endmodule
`timescale 1ns / 1ps
`default_nettype none
module tlc_fsm(
    output reg [2:0] state,  
    output reg RstCount,  
    output reg [1:0] highwaySignal, farmSignal,
    input wire [30:0] Count,
    input wire Clk, Rst, farmSensor
);
parameter green = 2'b11,
          yellow = 2'b10,
          red = 2'b01;
parameter S0 = 3'b000,
          S1 = 3'b001,
          S2 = 3'b010,
          S3 = 3'b011,
          S4 = 3'b100,
          S5 = 3'b101,
          S6 = 3'b110;
reg [2:0] nextState;
always@(Count) 
case(state)
S0: begin
    if(Count == 50000000)
        nextState = S1;
    else
        nextState = S0;
    end
S1: begin
    if(Count >= 1500000000 && farmSensor == 1) 
        nextState = S2;
    else
        nextState = S1;
    end 
S2: begin
    if(Count == 150000000) 
        nextState = S3;
    else
        nextState = S2;
    end
S3: begin
    if(Count == 50000000) 
        nextState = S4;
    else
        nextState = S3;
    end 
S4: begin
    if((Count == 150000000 && farmSensor == 0) || Count == 750000000) 
        nextState = S5;
    else
        nextState = S4;
    end 
S5: begin
    if(Count == 150000000) 
        nextState = S0;
    else
        nextState = S5;
    end
S6: begin
    nextState = S0;
    end
endcase
always@(*)
case(state)
S0: begin
    highwaySignal = red;
    farmSignal = red;
    if(Count == 50000000) 
        RstCount = 1;
    else 
        RstCount = 0;
    end 
S1: begin
    highwaySignal = green;
    farmSignal = red;
    if(Count >= 1500000000 && farmSensor == 1) 
        RstCount = 1;
    else 
        RstCount = 0;
    end 
S2: begin
    highwaySignal = yellow;
    farmSignal = red;
    if(Count == 150000000) 
        RstCount = 1;
    else 
        RstCount = 0;
    end 
S3: begin
    highwaySignal = red;
    farmSignal = red;
    if(Count == 50000000) 
        RstCount = 1;
    else
        RstCount = 0;
    end
S4: begin
    highwaySignal = red;
    farmSignal = green;
    if((Count == 150000000 && farmSensor == 0) || Count == 750000000) 
        RstCount = 1;
    else
        RstCount = 0;
    end 
S5: begin
    highwaySignal = red;
    farmSignal = yellow;
    if(Count == 150000000) 
        RstCount = 1;
    else
        RstCount = 0;
    end
S6: begin
    highwaySignal = red;
    farmSignal = red;
    RstCount = 1;
    end
endcase
always@(posedge Clk)
    if(Rst)
        state <= S6;
    else
        state <= nextState;
endmodule
```
`./config.mk`:
```
export PLATFORM = sky130hd
export DESIGN_NAME = tlc_controller_ver1
export DESIGN_NICKNAME = tlc_controller_ver1
export VERILOG_FILES = /design/flow/design.v
export SDC_FILE = /design/flow/constraint.sdc
export NUM_CORES = 4
export LEC_CHECK = 1
export CORE_UTILIZATION = 30
```
`./run.sh`:
```
#!/bin/bash
# OpenROAD 26Q1-2900-gdf79404cd8, Yosys 0.63+post, stock flow scripts
make -C /OpenROAD-flow-scripts/flow DESIGN_CONFIG=/design/flow/config.mk WORK_HOME=/design/flow/orfs finish
```
==> flow_metrics.py <==
# Auto-generated metrics
metrics = {
    "setup_path": {
        "path_depth": 1,
        "crit_buf_inv": 1,
        "path_delay_family": "flip-flops",
        "r2r_cells": 6,
        "worstPathRequired_ns": 4.72,
        "critPathCaptureType": "output pin",
        "cp_slowest_cell": "dfxtp_1",
        "cp_cell_sequence": "clkdlybuf4s50_1",
        "worstSetupPathType": "flip-flop to output pin",
        "r2r-start": "Count[2]$_SDFF_PP0_",
        "crit_start": "FSM.state[0]$_SDFF_PP0_",
        "critPathArrivalTime_ns": 1.51,
        "worstSetupStartpointType": "flip-flop",
        "r2r_setup_slack_ns": 3.76,
        "crit_fanout": 18,
        "crit_end": "JB[0]",
        "timing.rr.end": "Count[28]$_SDFF_PP0_",
        "slowest_delay_ns": 0.67,
    },
    "place": {
        "gp_congestion": 0.8683,
        "io_buffers": 10,
        "dp_hpwl_mm": 3.128,
    },
    "layout": {
        "flop_area_um2": 860.8,
        "fillers": 706,
        "syn2layout_area_growth_pct": 11.03,
        "drive_above_1_share": 0.07435,
        "comb_area_um2": 1259,
    },
    "synth": {
        "ys.flops": 45,
        "async_reset_ff_frac": 0,
        "yosys_cells": 268,
        "edf_count": 0,
        "synth_top_area_share": 0.3348,
        "ys_top_cells_by_area": "dfxtp_1 33%, nor2_1 6.1%, xnor2_1 5.5%",
        "yosysChipArea_um2": 2212,
        "avgSynthCellArea_um2": 8.254,
        "ys.warnings.count": 3,
        "ff_type": "dfxtp_1",
        "yosysUniqueCellTypes": 52,
        "synth_cells": 268,
        "yosys.area.top_type": "dfxtp_1",
        "syn-cell-area_um2": 2212,
    },
    "outcome": {
        "status": "complete, no violations",
    },
    "sta": {
        "rsz0062_at_grt": "no",
        "hold_viol_final": 0,
        "max_freq_mhz": 371.7,
        "unclocked_pins": 8,
        "maxSlewViolCount": 0,
        "fin_crit_sh": 0.4560,
        "skew_ns": 0.001706,
        "tns_ns": 0,
        "relSlewSlack": 0.5835,
        "unconstrained_endpoints": 13,
        "setup_viol": 0,
        "worst_slew_pin_slew_ns": 0.6163,
        "min_period_ns": 2.691,
    },
    "floorplanning": {
        "die_w_um": 87.87,
        "rows": 30,
        "io_pins": 11,
        "core_um2": 6944,
        "fp.dieH_um": 87.87,
        "die-area_um2": 7721,
        "fp_util": 0.3186,
    },
    "global_route": {
        "antenna_found_initial": 0,
        "gr-total-overflow": 0,
        "first_global_vias": 1602,
        "grt_max_degree": 33,
        "grt_pass1_wl_mm": 7.783,
        "grtUsageTotal": 0.1278,
    },
    "power": {
        "power.density_nw_per_um2": 177.1,
        "p_leak_uw": 0.0008448,
        "irDropWorstVdd_mv": 0.08395,
        "design_power_total_uw": 435.1,
    },
    "run": {
        "drv_cap": 0,
        "warnings": 26,
    },
    "clock_tree": {
        "holdBufCountCts": 0,
        "clk_transition_reported_paths_ns": 0.07,
        "cts.path.max_buffers": 2,
        "htree_levels": 2,
        "cts_tree": "yes",
        "clock_latency_ns": 0.28,
        "cts_buffers": 5,
        "cts-root-buf": "clkbuf_8",
        "post_cts_resized": 0,
        "post_cts_buffers": 0,
    },
    "detailed_routing": {
        "drc": 0,
        "vias": 1793,
        "ant_nets": 0,
        "wirelength_mm": 4.407,
        "via_per_inst": 4.912,
        "wire_per_inst_um": 12.07,
        "drt_iter0_drc": 66,
        "drt_pass1_iterations": 4,
        "diodes": 0,
    },
    "min_path": {
        "hp-class": "flip-flop to flip-flop",
        "min_path_cells": 0,
    },
}
==> placed cells by master, fill, tap and decap left out, drive strengths merged, types with 2 or more instances in the layout <==
cell type | synthesis | routed
o21ai | 9 | 9
o31ai | 2 | 2
a211oi | 2 | 2
or4 | 2 | 2
and3 | 5 | 5
a31oi | 2 | 2
nor2b | 4 | 4
xor2 | 10 | 10
nor2 | 36 | 36
or3 | 5 | 5
clkbuf | 13 | 7
nand2 | 20 | 20
clkdlybuf4s50 | 0 | 10
nand3 | 9 | 9
or2 | 5 | 5
and4 | 4 | 4
nor3 | 14 | 14
inv | 6 | 6
nor4b | 4 | 4
or4b | 2 | 2
o311ai | 2 | 2
xnor2 | 14 | 14
dfxtp | 37 | 37
a21oi | 10 | 10
nor4 | 4 | 4
and2 | 2 | 2
ha | 2 | 2
o211ai | 2 | 2
nand4 | 16 | 16
nor3b | 2 | 2
dlxtn | 8 | 8
==> sequential cells by signal (all words and copies together), names as in the netlist <==
| register | flops |
|---|---|
| syncRst.buff1 | 1 |
| FSM.highwaySignal | 2 |
| Count | 31 |
| syncRst.buff2 | 1 |
| FSM.RstCount | 1 |
| FSM.nextState | 3 |
| FSM.farmSignal | 2 |
| FSM.state | 3 |
| syncRst.buff0 | 1 |
==> cells in the mapped netlist, types with 2 or more instances <==
master    count
o211ai_1      2
nand4_1      14
nor2_1       36
clkbuf_1     13
inv_1         6
nor4b_2       2
a211oi_1      2
and4_1        3
nor3_1       14
nor3b_1       2
nand2_1      20
buf_2         2
and3_1        5
or3_1         5
a21oi_1      10
nor2b_1       4
xor2_1       10
dlxtn_1       8
xnor2_1      14
or2_2         4
dfxtp_1      37
nor4b_1       2
o311ai_0      2
and2_1        2
o21ai_0       9
nor4_1        3
a31oi_1       2
o31ai_1       2
nand3_1       9
ha_1          2
==> area by class of cell <==
cell class	count	area share
Inverter	6	0.009170
Clock buffer	7	0.03515
Multi-Input combinational cell	200	0.5125
Tap cell	96	0.04890
Timing Repair Buffer	11	0.04381
Sequential cell	45	0.3505
==> where the power goes <==
part           leakage (uW)  internal, uW  switching (uW)  total [uW]
registers          0.000365           252            2.43         254
logic              0.000436          5.68            3.62        9.30
clock network     0.0000443          92.5            78.8         171
total              0.000845           350            84.9         435
==> metrics by stage <==
step                  util  worst slack, ns  hold WS (ns)  cell area, um2  std cells
floorplan                -            3.981        0.3096            2212        268
global placement    0.3413            3.555        0.3099            2370        358
detailed placement  0.3413            3.513        0.3121            2370        358
CTS                 0.3537            3.201        0.3286            2456        365
global route        0.3537            3.087        0.3394            2456        365
finish              0.3537            3.209        0.3269            2456        365
==> cell families (layout without fill, tap and decap cells) <==
| logic type | count (synthesis) | after routing | synth area share |
|---|---|---|---|
| DFF | 37 | 37 | 0.3348 |
| and+or+nand+nor | 137 | 137 | 0.3546 |
| latches | 8 | 8 | 0.05430 |
| AOI/OAI and AO/OA | 37 | 37 | 0.1080 |
| buffers and inverters | 23 | 24 | 0.04186 |
| xor gates and xnor gates | 24 | 24 | 0.09502 |
| adders and majority gates | 2 | 2 | 0.01131 |
==> how the worst min path moves through the flow <==
stage         slack, ns               endpoint                   from
CTS                0.33  syncRst.buff2$_DFF_P_  syncRst.buff1$_DFF_P_
global route       0.34  syncRst.buff1$_DFF_P_  syncRst.buff0$_DFF_P_
finish             0.33  syncRst.buff2$_DFF_P_  syncRst.buff1$_DFF_P_
==> layer usage <==
layer  vias to the layer above  track usage  wire length, um
met5                         -            0                0
met4                         0      0.01043               17
met3                         2      0.02576              193
met2                        34       0.1860             1851
met1                       810       0.2053             2344
li1                        947            -                -
Power figures rest on the tool's default switching activity, not on a simulated workload.
